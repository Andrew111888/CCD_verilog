### ./config.mk
export PLATFORM = sky130hd
export DESIGN_NAME = ccd_driver
export DESIGN_NICKNAME = ccd_driver
export VERILOG_FILES = /design/flow/design.v
export SDC_FILE = /design/flow/constraint.sdc
export NUM_CORES = 4
export LEC_CHECK = 1
export CORE_AREA = 10 10 112 112
export DIE_AREA = 0 0 122 122
### ./constraint.sdc
current_design ccd_driver

set clk_period 2.0
set clk_io_pct 0.2

create_clock -name clk0 -period $clk_period [get_ports {clk}]

set non_clock_inputs [all_inputs -no_clocks]
set_input_delay [expr $clk_period * $clk_io_pct] -clock clk0 $non_clock_inputs
set_output_delay [expr $clk_period * $clk_io_pct] -clock clk0 [all_outputs]
### ./design.v
module ccd_driver (
    input wire clk,          
    input wire rst_n,        
    output reg cdsclk1,      
    output reg cdsclk2,      
    output reg ROG,          
    output reg SH            
);
parameter [5:0] CLK_DIV = 6'd50;
reg [5:0] clk_div_cnt;
parameter [14:0] FRAME_MAX = 15'd19999;
reg [14:0] frame_cnt;
always @(posedge clk or negedge rst_n) begin
    if (!rst_n)
        clk_div_cnt <= 0;
    else if (clk_div_cnt == (CLK_DIV - 1))
        clk_div_cnt <= 0;
    else
        clk_div_cnt <= clk_div_cnt + 1;
end
always @(posedge clk or negedge rst_n) begin
    if (!rst_n) begin
        cdsclk1 <= 0;
        cdsclk2 <= 1;
    end else if (clk_div_cnt == (CLK_DIV - 1)) begin
        cdsclk1 <= ~cdsclk1;
        cdsclk2 <= ~cdsclk2;
    end
end
always @(posedge clk or negedge rst_n) begin
    if (!rst_n)
        frame_cnt <= 0;
    else if (frame_cnt == FRAME_MAX)
        frame_cnt <= 0;
    else
        frame_cnt <= frame_cnt + 1;
end
always @(posedge clk or negedge rst_n) begin
    if (!rst_n) begin
        ROG <= 1'b0;
        SH  <= 1'b0;
    end else begin
        ROG <= (frame_cnt < 100);
        SH  <= (frame_cnt > 500 && frame_cnt < 1000);
    end
end
endmodule
### ./run.sh
#!/bin/bash
# OpenROAD 26Q1-2900-gdf79404cd8, Yosys 0.63+post, stock flow scripts
make -C /OpenROAD-flow-scripts/flow DESIGN_CONFIG=/design/flow/config.mk WORK_HOME=/design/flow/orfs finish
==> commit_impl_results.txt <==
Update PnR metrics after Yosys + OpenROAD run

* Status: finished clean
* Power density over the cells: between 500 and 600 mW/mm²
- According to the timing report, the data required time at the worst endpoint equals between 1.5 and 2 ns.
* Area leader, netlist: sky130_fd_sc_hd__dfrtp_1
* Classification of the worst-slack hold path: flip-flop to flip-flop
* Slowest cell on the critical path: sky130_fd_sc_hd__dfstp_2
* Register Area: 627 µm²
- Clock skew on the completed layout was measured at between 0.007 and 0.008 ns.
- For this run, the leading register cell type out of synthesis is sky130_fd_sc_hd__dfrtp_1.
- The floorplan step set the die width to ~120 µm.
- Total GRT Usage: around 2.6%
- Yosys warning tally: 1
- Post-Route WL: ~1900 µm
- Filler cells: approximately 1100
* Fin Hold WS: 0.464 ns
- The tree is rooted in a sky130_fd_sc_hd__clkbuf_8.
- Path type of the worst setup path: flip-flop to primary output
- Pins over their slew limit in the final report were tallied at 0.
- Startpoint kind of the worst setup timing path: flip-flop
* Number of global-route vias before repair: approximately 780
* Worst slew margin relative to its limit: between 60 and 70%
- Max frequency: between 600 and 700 MHz
* Area share of the largest cell type after synthesis: between 50 and 60%
* Post-synthesis register bit count: 25
* Number of buffer cells added on primary ports: 5
* Crit-path leading delay family: flip-flops
- DR WL/cell: between 7 and 8 µm
- Die boundary height: between 100 and 150 µm
* Post-synthesis cell count from yosys: between 100 and 150
- For the final routed database, the setup TNS stands at 0 ns.
- In the post-synthesis netlist, the biggest area contributors are sky130_fd_sc_hd__dfrtp_1 51%, sky130_fd_sc_hd__xnor2_1 7.4%, sky130_fd_sc_hd__xor2_1 6.0%, sky130_fd_sc_hd__nor2_1 5.1%, sky130_fd_sc_hd__ha_1 3.2%.
* Final worst-path cycle share: 82.6%
- Area overhead of the layout relative to synthesis: 21.2%
- Critical path, cell by cell: clkdlybuf4s50_1
- The first routing iteration left between 80 and 90 violations.
* Routed Antenna Nets: 0
- IR drop worst, VDD: 0.000168 V
* HPWL after DPL: around 1300 µm
- Fraction of final layout cells sized beyond drive strength 1: around 8.0%
- The timing report gives the clock slew at the launch and capture registers of the worst setup and hold paths as around 0.08 ns.
- Distinct lib cells used: 32
* Slew of the pin with the lowest slew margin: approximately 0.49 ns
- CTS added clock buffers totalling 3.
- Maximum clock insertion buffer count: 2
- 6 I/O pins were placed.
- According to the timing report, the arrival time at the worst endpoint equals roughly 1.3 ns.
* Met2 track utilization from global routing: between 4 and 5%
- According to the floorplan report, the placeable core area is approximately 0.01 mm².
* Core utilization at floorplan: between 10 and 15%
- Hold buffer count at cts: 0
- Averaged over all synthesized cells, the footprint is 11.0 µm².
- Fin crit period: about 1.7 ns
* Largest fanout on the critical path: 2
- Tally of max-capacitance violations: 0
- The stat command in Yosys gives a chip area of around 0.0012 mm².
* H-tree levels: 1
- The synthesized netlist occupies a cell area of between 0.001 and 0.0015 mm².
* Nature of the critical path endpoint: primary output
- Dividing the detail-routed via count by the number of cells gives 3.18.
- Setup repair bufs after CTS: 0
- Per the post-run analysis, buffers plus inverters along the critical path come to 1.
- Total global routing overflow: 0
- TritonCTS built the clock tree.
- Antenna violations before repair: 0
- Once placement completed, the tool counted placed cells totaling about 250.
- The first global-routing pass estimated roughly 3400 µm of wire.
- Slowest Stage Delay on Critical Path: 0.54 ns
* RSZ-0062 raised after global routing: no
- Looking at the global route congestion table, the highest-usage layer is met2.
* Leakage: 0.593 nW
- For met3 alone, demand over resource in global routing was less than 1%.
- Per the detail_route report, the via count comes to slightly below 800.
- As reported, the later end of the worst-skew pair has a clock insertion delay of ~0.26 ns.
* Cell Rows: 37
- FFs w/ async S/R, synth: ~100%
- Final setup violation count: 0
- Final non-filler cell total: 249
* Detailed-route DRC error count: 0
- The clock tree has to reach 25 sinks.
* Number of optimization iterations in the first detailed-route pass: 4
- Sequential cell area fraction in the yosys report: 53.3%
- Global routing consumed, on the met1 layer, around 3.5% of the routing resources.
* Count of library flops with an enable pin: 0
* Final core utilization: between 10 and 15%
- The cell count after synthesis came out at 107.
* Gate Area: about 520 µm²
- Fin. Hold Viols: 0
- Global placement routability congestion: around 0.81
* Number of diodes added for antenna fixing: 0
- The report lists the number of cells resized after CTS as 0.
- Warnings raised by the tools during the run amount to 26.
- Die Size: between 0.01 and 0.015 mm²
- Pin count of the biggest net entering global routing: 26
[registers in the layout, summed over array words and instances (netlist names)]
name and count:
cdsclk2 1, SH 1, clk_div_cnt 6, frame_cnt 15, cdsclk1 1, ROG 1
[metrics by stage]
step	setup WS (ns)	cell area, µm²	total power [mW]
after detailed placement	0.462	1380	0.529
final	0.349	1430	0.806
after global placement	0.522	1380	0.528
after global routing	0.307	1430	0.844
after floorplan	0.583	1180	0.515
after CTS	0.327	1430	0.821
[cell usage in the layout (no fill, tap or decap), types with 2 or more instances in the layout]
cell type                         netlist  final
sky130_fd_sc_hd__and3_1                 2      2
sky130_fd_sc_hd__nand2_1                6      6
sky130_fd_sc_hd__xnor2_1               10     10
sky130_fd_sc_hd__ha_1                   3      3
sky130_fd_sc_hd__nor2_1                16     16
sky130_fd_sc_hd__and4_1                 3      3
sky130_fd_sc_hd__nand4_1                4      4
sky130_fd_sc_hd__nor4_2                 2      2
sky130_fd_sc_hd__clkdlybuf4s50_1        0      5
sky130_fd_sc_hd__dfrtp_1               24     24
sky130_fd_sc_hd__nand3_1                6      6
sky130_fd_sc_hd__o21ai_0                2      2
sky130_fd_sc_hd__clkbuf_8               0      3
sky130_fd_sc_hd__xor2_1                 8      8
[cells by family (layout without fill, tap and decap cells)]
logic type               after synthesis  in the layout  share of synthesized area, %
AND/OR/NAND/NOR                       49             49                          23.7
multiplexers                           1              1                         0.851
adder cells (fa/ha/maj)                3              3                          3.19
buffers and inverters                  5             11                          2.34
AND-OR/OR-AND                          6              6                          3.19
XOR/XNOR                              18             18                          13.4
flip-flops                            25             25                          53.3
[worst reg2reg max path, delay by kind of cell, from the launching register on]
family | cells | cell delay, ns
and+or+nand+nor | 3 | 0.79
DFF | 1 | 0.41
adders and majority gates | 1 | 0.22
[final timing paths]
check,endpoint,cells past startpoint,slack [ns],startpoint
setup / recovery,cdsclk2,1,0.35,cdsclk2$_DFFE_PN1N_
hold / removal,cdsclk1$_DFFE_PN0N_,1,0.46,cdsclk1$_DFFE_PN0N_
setup reg to reg,frame_cnt[3]$_DFF_PN0_,4,0.46,frame_cnt[0]$_DFF_PN0_
hold reg to reg,cdsclk1$_DFFE_PN0N_,1,0.46,cdsclk1$_DFFE_PN0N_
max in group asynchronous,cdsclk2$_DFFE_PN1N_,2,1.22,rst_n
min in group asynchronous,frame_cnt[8]$_DFF_PN0_,2,0.49,rst_n
[report_power, final]
group	internal, mW	leakage [nW]	total [mW]	switching, mW
registers	0.505	0.321	0.505	0
clock network	0.142	0.0228	0.289	0.147
logic	0.00299	0.249	0.0124	0.00943
total	0.650	0.593	0.806	0.156
[routing by layer]
layer,routed length [µm],part of all wire (%),vias up
met5,0,0,-
li1,-,-,383
met4,33,1.8,0
met1,907,49,396
met3,47,2.5,2
met2,874,47,11
[cells in the mapped netlist, types with 2 or more instances]
cell type,n
sky130_fd_sc_hd__and3_1,2
sky130_fd_sc_hd__nand3_1,6
sky130_fd_sc_hd__nor4_2,2
sky130_fd_sc_hd__ha_1,3
sky130_fd_sc_hd__and4_1,3
sky130_fd_sc_hd__xnor2_1,10
sky130_fd_sc_hd__buf_4,2
sky130_fd_sc_hd__nand2_1,6
sky130_fd_sc_hd__nand4_1,4
sky130_fd_sc_hd__nor2_1,16
sky130_fd_sc_hd__xor2_1,8
sky130_fd_sc_hd__o21ai_0,2
sky130_fd_sc_hd__dfrtp_1,24
[cell type report]
type | count | share of cell area, %
inverters | 1 | 0.263
well taps | 136 | 11.9
repair buffers | 6 | 4.04
clock buffers | 4 | 3.16
multi-input cells | 77 | 36.6
flip-flops and latches | 25 | 44.0
No activity file was given, so power comes from the tool's default toggle rates.
