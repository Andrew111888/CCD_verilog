--- /design/flow/design.v ---
module ad9235_driver (
    input wire clk,              
    input wire rst_n,            
    input wire [11:0] adc_data,  
    input wire cdsclk1,          
    output reg adcclk,           
    output reg [11:0] pixel_data,  
    output reg pixel_valid         
);
    always @(posedge clk or negedge rst_n) begin
        if (!rst_n)
            adcclk <= 0;
        else
            adcclk <= cdsclk1;   
    end
    always @(posedge cdsclk1 or negedge rst_n) begin
        if (!rst_n) begin
            pixel_data <= 12'd0;
            pixel_valid <= 0;
        end else begin
            pixel_data <= adc_data;
            pixel_valid <= 1;
        end
    end
endmodule
--- /design/flow/run.sh ---
#!/bin/bash
# OpenROAD 26Q1-2900-gdf79404cd8, Yosys 0.63+post, stock flow scripts
make -C /OpenROAD-flow-scripts/flow DESIGN_CONFIG=/design/flow/config.mk WORK_HOME=/design/flow/orfs finish
--- /design/flow/config.mk ---
export PLATFORM = sky130hd
export DESIGN_NAME = ad9235_driver
export DESIGN_NICKNAME = ad9235_driver
export VERILOG_FILES = /design/flow/design.v
export SDC_FILE = /design/flow/constraint.sdc
export NUM_CORES = 4
export LEC_CHECK = 1
export CORE_AREA = 10 10 70 70
export DIE_AREA = 0 0 80 80
--- /design/flow/constraint.sdc ---
current_design ad9235_driver

set clk_period 1.0
set clk_io_pct 0.2

create_clock -name clk0 -period $clk_period [get_ports {cdsclk1}]
create_clock -name clk1 -period $clk_period [get_ports {clk}]

set non_clock_inputs [all_inputs -no_clocks]
set_input_delay [expr $clk_period * $clk_io_pct] -clock clk0 $non_clock_inputs
set_output_delay [expr $clk_period * $clk_io_pct] -clock clk0 [all_outputs]
==> results.json <==
{
  "dieHeight_um": 80,
  "failed_checks": "negative setup slack",
  "synth_cell_types": 2,
  "p_sw_uw": 209,
  "ys_warn_count": 1,
  "placed_area_um2": 702,
  "status": "finished with violations",
  "slowest_stage": "dfrtp_1",
  "synth.largest_area_cell": "dfrtp_1",
  "yosys_cells": 15,
  "avgSynthCellArea_um2": 23.6,
  "cts_tree": "yes",
  "crit_fanout": 1,
  "layout-drive-gt1-share": 0.400,
  "cp-start-kind": "flip-flop",
  "p_comb_frac": 0.104,
  "ys_seq_elements": 14,
  "max_cap_violations": 0,
  "critPathTopFamily": "flip-flops",
  "grt_max_degree": 15,
  "finalPower_mw": 1.21,
  "edf_count": 0,
  "insertedDiodeCount": 0,
  "die_w_um": 80,
  "critPathKind": "flip-flop to output port",
  "ant_nets": 0,
  "post_drt_wl_per_cell_um": 11.1,
  "finalSetupViolCount": 13,
  "p_int_uw": 996,
  "hold_viol_final": 0,
  "yosysSeqAreaShare": 0.989,
  "hold_class": "primary input to asynchronous set/reset pin",
  "grt_pass1_vias": 318,
  "ir_drop_mv": 0.910,
  "core_area_um2": 3420,
  "gp_congestion": 0.571,
  "warnings": 29,
  "async_reset_ff_frac": 1.00,
  "worstPathBufferInverterCount": 1,
  "drt_iter0_drc": 10,
  "grt_pass1_wl_um": 1570,
  "synth_dominant_cell_count": "dfrtp_1",
  "gr-total-overflow": 0,
  "finalWorstSetupSlack_ns": -0.0389,
  "chipArea_um2": 6400,
  "dr.pass1.iters": 2,
  "post_cts_buffers": 0,
  "final_area_um2": 688,
  "switching_share": 0.173,
  "dp_hpwl_um": 938,
  "vias": 246,
  "drc": 0,
  "num_rows": 21,
  "clk_pin_slew_ns": 0.07,
  "critical_path_depth": 1,
  "worstPathCellList": "buf_2",
  "cp_data_arrival_time_ns": 0.84,
  "grt_antenna_before_repair": 0,
  "portBuffers": 27,
  "grt_use_total": 0.0340,
  "cellPowerDensity_nw_per_um2": 1750,
  "fp_util": 0.104,
  "synth_chip_area_um2": 354,
  "top_cells_by_count": "dfrtp_1 (14), conb_1 (1)",
  "syn2layout_area_growth_pct": 94.3,
  "slowest_delay_ns": 0.36,
  "rsz0062_at_grt": "true",
  "maxSlewViolCount": 0,
  "synth_top_area_share": 0.989,
  "clockPowerShare": 0.378,
  "drt_wl_total_um": 1060,
  "power_frac_seq": 0.518,
  "p_leak_nw": 0.320,
  "required_ns": 0.80,
  "vias_per_cell": 2.56,
  "ctsHoldBuffers": 0,
  "netlist_instances": 15,
  "ios": 29,
  "synth_top_flop_cell": "dfrtp_1",
  "netlist_area_um2": 354,
  "endpoint_kind": "output port",
  "area_leaders": "dfrtp_1 (99%), conb_1 (1.1%)"
}
worst max-delay path by stage:
stage            startpoint       endpoint
global route    pixel_valid    pixel_valid
finish        pixel_data[4]  pixel_data[4]
CTS           pixel_data[8]  pixel_data[8]
logic make-up after synthesis:
kind of cell / count (synthesis) / synth area share
other cells: 1 / 0.0106
flops: 14 / 0.989
flip-flops by register name, summed over array words and instances, names as in the netlist:
register	flops
pixel_data	12
adcclk	1
pixel_valid	1
power by group through the flow:
stage	clock [mW]	sequential [mW]	combinational, mW
4_1_cts	0.492	0.626	0.138
5_1_grt	0.528	0.631	0.138
6_report	0.456	0.624	0.125
metrics by stage:
step / TNS, ns / cells / setup WS [ns] / hold WS [ns] / util
final: -0.435 / 96 / -0.0389 / 0.153 / 0.201
after global routing: -1.18 / 96 / -0.0994 / 0.136 / 0.201
after CTS: -0.719 / 96 / -0.0611 / 0.145 / 0.201
after detailed placement: 0 / 89 / 0.00775 / 0.0314 / 0.205
after global placement: 0 / 89 / 0.0113 / 0.0314 / 0.205
after floorplan: 0 / 15 / 0.395 / -0.0956 / -
placed cells by master, fill, tap and decap left out, drive strengths merged:
cell type	synthesis	routed
buf	0	14
clkbuf	0	7
clkdlybuf4s50	0	13
conb	1	1
dfrtp	14	14
dlymetal6s2s	0	1
final cells by class:
| type | count | area, um^2 |
|---|---|---|
| Clock buffer | 7 | 48.8 |
| Fill cell | 395 | 2730 |
| Multi-Input combinational cell | 1 | 3.75 |
| Sequential cell | 14 | 350 |
| Tap cell | 46 | 57.6 |
| Timing Repair Buffer | 28 | 228 |
per-layer routing:
metal,wire (um),global-route usage,vias up
met5,0,0,-
met4,0,0.00704,0
met3,177,0.0341,0
met2,552,0.0586,23
met1,332,0.0262,111
li1,-,-,112
what timing repair did:
item                                   in CTS  in global routing
gates resized                              42                  1
endpoints found under the hold margin       0                  0
setup endpoints to repair                  13                 14
No activity file was given, so power comes from the tool's default toggle rates.
